==> flow/design.v <==
module mux5 (input        d0, d1, d2, d3, d4,
             input [2:0]  s, 
             output logic y);
always_comb begin    
  case(s)
    0: y = d0;
    1: y = d1;
    2: y = d2;
    3: y = d3;
    4: y = d4;
    default: y = 0;
endcase
end
endmodule
module robs_control_unit_micro(
	input clk, reset,
	input zq, zy, zr,
	output[14:0] c,
	output logic done
	);
    wire load_incr;
    wire [4:0] upc;
    wire [22:0] uinstr;
    upcreg upc_reg(.clk, .reset, .load_incr, .upc_next(uinstr[19:15]), .upc);
    mux5 cs_mux(.d0(1'b0), .d1(zq), .d2(zr), .d3(zy), .d4(1'b1), .s(uinstr[22:20]), .y(load_incr));
    rom control_memory(.addr(upc), .data(uinstr));
	assign c = uinstr[14:0];		 
    always_latch 
      if     (reset)     done = 0;
      else if(upc == 17) done = 1;
endmodule
module rom(
  input       [ 4:0] addr, 
  output logic[22:0] data);
  logic  [22:0] mem[18];     
  initial begin
    for(int i=0; i<18; i++) begin
      mem[i] = '0;			 
    end
    mem[00] = 23'b00000001000000000000011;
    mem[01] = 23'b00000010000000000001100;
    mem[02] = 23'b00000011000001100000000;
    mem[03] = 23'b00101100000000000000000;
    mem[04] = 23'b01000110000000000000000;	    
    mem[05] = 23'b00000110000010100100000;
    mem[06] = 23'b01101001000000000000000;
    mem[07] = 23'b00001000001000000000000;
    mem[08] = 23'b10001010000000000000000;
    mem[09] = 23'b00001010001100000000000;
    mem[10] = 23'b00001011010001101010000;
    mem[11] = 23'b10000011000000000000000;
    mem[12] = 23'b01001110000000000000000;
    mem[13] = 23'b00001110000000100100000;
    mem[14] = 23'b00001111001000000000000;
    mem[15] = 23'b00010000000001101010000;
    mem[16] = 23'b00010001100000010001000;
    mem[17] = 23'b10010001000000000000000;
  end
  assign out = mem[addr];
  assign data = mem[addr];
endmodule
module upcreg(
  input              clk,
  input              reset,
  input              load_incr,
  input [4:0]        upc_next,
  output logic [4:0] upc);
  always_ff @ (posedge clk, posedge reset) begin
    if(reset)
      upc <= 0;
    else begin
      if(load_incr) upc <= upc_next;
      else upc <= upc + 1;
    end
  end
endmodule    
==> flow/run.sh <==
#!/bin/bash
# OpenROAD 26Q1-2900-gdf79404cd8, Yosys 0.63+post, stock flow scripts
make -C /OpenROAD-flow-scripts/flow DESIGN_CONFIG=/design/flow/config.mk WORK_HOME=/design/flow/orfs finish
==> flow/config.mk <==
export PLATFORM = sky130hd
export DESIGN_NAME = robs_control_unit_micro
export DESIGN_NICKNAME = robs_control_unit_micro
export VERILOG_FILES = /design/flow/design.v
export SDC_FILE = /design/flow/constraint.sdc
export NUM_CORES = 4
export LEC_CHECK = 1
export CORE_AREA = 10 10 71 71
export DIE_AREA = 0 0 81 81
==> flow/constraint.sdc <==
current_design robs_control_unit_micro

set clk_period 3.5
set clk_io_pct 0.2

create_clock -name clk0 -period $clk_period [get_ports {clk}]

set non_clock_inputs [all_inputs -no_clocks]
set_input_delay [expr $clk_period * $clk_io_pct] -clock clk0 $non_clock_inputs
set_output_delay [expr $clk_period * $clk_io_pct] -clock clk0 [all_outputs]
==> impl_metrics.ini <==
; yosys + openroad results
[grt]
grt_start_max_net_pins = 22
use_met1_pct = 5.871
use_met3_pct = 1.670
groute.usage.overall_pct = 4.953
grt_pass1_vias = 623
global_route.usage.met2_pct = 8.519
antenna_found_initial = 0
grt.busiest_layer = met2
gr-total-overflow = 0
grt_pass1_wl_um = 2739

[cts]
root_buffer = clkbuf_8
cts_tree = built
cts_setup_buffers = 0
htree_levels = 1
cts_made_buffers = 3
cts_resized = 0
cts_max_path_buffers = 2
clock_latency_ns = 0.22
cts_hold_buffers = 0
clkTransAtPathRegs_ns = 0.03

[worst_setup_path]
crit_required_ns = 2.80
endpoint_kind = output port
crit_family = flip-flops
critPathMaxFanout = 12
max_stage_delay_ns = 0.54
cpMostUsedCell = ha_1
r2r_start = upc_reg.upc[0]
slowest_stage = dfrtp_1
crit_start = upc_reg.upc[0]
critPathKind = register to output port
path_cells = ha_1, ha_1, nor2_1, a311oi_1, clkdlybuf4s50_1
startpoint_type = register
worst-path-buf-inv = 1
worstPathArrival_ns = 2.14

[synth]
postSynthAreaPerCell_um2 = 8.147
ff_type = dfrtp_1
ys_cells = 88
netlist_area_um2 = 716.9
synthArstFlopShare_pct = 83.33
synthDistinctLibCells = 37
ys_seq_elements = 6
yosys_area_um2 = 716.9
yosys_warnings = 5
edf_count = 0
syn_inst = 88

[finish]
fin_area_um2 = 943.4
largest_register_ffs = 5
fin_cells = 151
area_delta_synth_final_pct = 31.59
lay_top_count = clkdlybuf4s50_1
lay_top_cells = 20 x clkdlybuf4s50_1, 8 x nand2_1, 8 x nor2_1
drive_gt1_share_pct = 12.62

[sta]
untimed_endpoints = 2
relSlewSlack_pct = 53.22
hold_viol = 0
fin_crit_ns = 2.839
totalNegativeSetupSlack_ns = 0
setup_viol = 0
fin_skew_ns = 0.001499
finalClockPeriodUsage_pct = 81.10
tightest_slew_ns = 0.7017
rsz0062_at_grt = false
slew_violations = 0
unclocked_pins = 1
clock.fmax_ghz = 0.3523

[power_and_ir_drop]
power_frac_seq_pct = 34.3
powerDensity_nw_per_um2 = 180.4
p_leak_uw = 0.0003523
p_clk_share_pct = 61.5
p_sw_share_pct = 17.39
vdd_ir_drop_max_v = 0.00009068
p_int_uw = 140.6
combinationalPowerShare_pct = 4.2
p_switching_uw = 29.60

[die]
die_y_um = 81
num_io_pins = 21
core_area_um2 = 3633
die_w_um = 81
die_area_um2 = 6561
fp_util_pct = 19.73
fp-row-count = 22

[placed_design]
gp_congestion = 0.8541
portBuffers = 20
dpl.cell_count = 147
dp_hpwl_um = 1397
post_dp_cell_area_um2 = 898.4

[route]
n_antenna_cell = 0
wirelength_um = 1761
drt-initial-drc-count = 64
ant_nets = 0
drt-vias-per-instance = 4.510
route.vias.total = 681
dr.pass1.iters = 4
drc_errors = 0
wl_per_cell_um = 11.66

[run]
maxCapViolCount = 0
warning_count = 29

[outcome]
outcome = finished, final reports clean

[hold_path]
hp-class = primary input to async pin
cell families after synthesis:
logic type | Yosys count | share of synthesized area (%)
buffers and inverters | 14 | 13.61
adders and majority gates | 6 | 10.47
latches | 1 | 2.094
and+or+nand+nor | 38 | 27.92
DFF | 5 | 17.45
AOI/OAI and AO/OA | 21 | 23.91
muxes | 3 | 4.537
synth_stat cells (all sizes together) (2+ instances only):
cell / n / area share [%]
a211o: 2 / 2.4
a21oi: 6 / 6.3
a31oi: 2 / 1.7
and2: 2 / 1.7
and3: 2 / 1.7
buf: 8 / 10
dfrtp: 5 / 17
ha: 6 / 10
inv: 5 / 2.6
mux2: 2 / 3.1
nand2: 8 / 4.2
nand2b: 4 / 4.5
nand3: 3 / 2.1
nor2: 9 / 5.1
nor2b: 2 / 1.7
nor3: 3 / 2.1
o21ai: 3 / 2.1
o2bb2ai: 3 / 3.7
final timing paths:
check                      cells after the start              to  slack [ns]
min in group clk0                              2  upc_reg.upc[4]        0.79
min reg2reg                                    2  upc_reg.upc[4]        0.79
max in group asynchronous                      2  upc_reg.upc[0]        2.59
min                                            2  upc_reg.upc[2]        0.73
max reg2reg                                    6  upc_reg.upc[3]        1.53
max                                            5           c[12]        0.66
per-stage QoR:
stage	hold slack, ns	setup slack [ns]	util, %	power [uW]
finish	0.7294	0.6614	25.96	170.2
global placement	0.7893	0.9692	24.72	66.29
global route	0.7625	0.5506	25.96	178.4
CTS	0.7428	0.6438	25.96	173.1
detailed placement	0.7725	0.8746	24.72	66.35
floorplan	0.4850	1.574	-	60.51
power groups by stage:
stage	clock network (uW)	registers [uW]	logic, uW
global route	112	58.3	7.78
CTS	107	58.3	7.40
finish	105	58.3	7.19
worst register-to-register path: cells and delay by family (launching register included):
family                     cells  cell delay, ns
adders and majority gates      1            0.37
buffers and inverters          1            0.17
AOI/OAI and AO/OA              2            0.48
muxes                          1            0.13
DFF                            1            0.54
and+or+nand+nor                1            0.15
layout make-up:
type | count | area (um2)
clock buffers | 4 | 45.04
fillers | 402 | 2690
inverters | 5 | 18.77
multi-input cells | 68 | 479.2
flip-flops and latches | 6 | 140.1
well taps | 48 | 60.06
repair buffers | 20 | 200.2
per-layer routing:
layer | share of wire [%] | vias to the layer above
met3 | 9.8 | 2
met2 | 47 | 19
met4 | 1.7 | 0
met5 | 0 | -
met1 | 42 | 323
li1 | - | 337
No activity file was given, so power comes from the tool's default toggle rates.
