==> flow/config.mk <==
export PLATFORM = sky130hd
export DESIGN_NAME = counter_down
export DESIGN_NICKNAME = counter_down
export VERILOG_FILES = /design/flow/design.v
export SDC_FILE = /design/flow/constraint.sdc
export NUM_CORES = 4
export LEC_CHECK = 1
export CORE_AREA = 10 10 70 70
export DIE_AREA = 0 0 80 80
==> flow/constraint.sdc <==
current_design counter_down

set clk_period 2.5
set clk_io_pct 0.2

create_clock -name clk0 -period $clk_period [get_ports {clk}]

set non_clock_inputs [all_inputs -no_clocks]
set_input_delay [expr $clk_period * $clk_io_pct] -clock clk0 $non_clock_inputs
set_output_delay [expr $clk_period * $clk_io_pct] -clock clk0 [all_outputs]
==> flow/design.v <==
module counter_down	#(parameter dw=8, WIDTH=7)
(
  input                 clk,
  input                 reset,
  input                 ena,
  output logic [dw-1:0] result);
  always @(posedge clk)	 begin
      result <= reset ? WIDTH : (ena? result - 1 : result);
  end
endmodule	
==> flow/run.sh <==
#!/bin/bash
# OpenROAD 26Q1-2900-gdf79404cd8, Yosys 0.63+post, stock flow scripts
make -C /OpenROAD-flow-scripts/flow DESIGN_CONFIG=/design/flow/config.mk WORK_HOME=/design/flow/orfs finish
==> run summary <==
State of the implementation.

- Per the synthesis report, the simple-gate share of the synthesized area is 0.306.
- Entering global routing, the biggest net connects 11 pins.
- The number of max-cap violations is 0, for reference.
- For this run, the detailed router's first-pass iteration total came to 4.
- The final wirelength is 853 um, for reference.
- The worst setup slack before clock tree synthesis is 0.273 ns, for reference.
- Leaving out fill and tap cells, the most frequent cell in the layout is clkdlybuf4s50_1.
- The number of sinks driven by the clock tree is 8, for reference.
- The ratio of routed vias to standard cells is 3.32, for reference.
- Per the timing report, the biggest fanout along the worst path comes to 6.
- The root buffer selected by CTS is clkbuf_4, for reference.
- The kind of critical path is in2reg, for reference.
- The area growth from synthesis to layout is 46.4%, for reference.
- The registers reported with the highest flop counts are result: 8 flops.
- The final timing summary puts the cycle share of the worst path at 0.787.
- Yosys mapped the design onto 19 distinct sky130hd cell types.
- For this run, the share of the core covered by cells in the final layout is 0.156.
- The number of CTS-inserted buffers is 3, for reference.
- According to the timing report, the data required time at the worst endpoint equals 2.68 ns.
- The register with the most flip-flops in the layout has 8 of them.
- The Yosys chip area is 364 um2, for reference.
- The number of global-route vias before repair was 321.
- The max-slew headroom at the worst pin is 0.797, for reference.
- The die extent in y is 80 um, for reference.
- The worst setup path is captured at a flop.
- The mux cell area share after synthesis is 0.0309, for reference.
- Per the gpl log, the routability congestion estimate is 0.718.
- Per the final timing report, the hold violations number 0.
- Synthesis produced 39 cells.
- Global route summary, busiest routing layer listed as met1.
- met1 track demand over resource after global routing is 0.0390.
- After layout, the setup clock skew is reported as 0.000302 ns.
- Summing all non-filler instances in the final layout gives an area of 533 um2.
- In the routed netlist, the antenna diode instances number 0.
- The number of buffers inserted for hold repair after clock tree synthesis is 0, for reference.
- By instance count after routing, the leading logic cell types are clkdlybuf4s50_1, dfxtp_1.
- The number of buffers between clock root and the deepest sink is 2, for reference.
- The post-synthesis instance area is 364 um2, for reference.
- The register name with the most flops is result, for reference.
- Per the skew report, the later register of the worst-skew pair sees a clock latency of 0.25 ns.
- The placement stage leaves a total instance area of 510 um2.
- Of the total synthesized cell area, the portion taken by XOR and XNOR cells is 0.0481.
- The maximum operating frequency is 508 MHz, for reference.
- Across all setup checks in the final design, the least slack found is 0.532 ns.
- The type of the most critical hold path is reg2reg, for reference.
- Detailed routing inserted a total of 322 vias.
- The layout summary lists the proportion of cells stronger than drive strength 1 as 0.0980.
- IR analysis of the VDD net gives a maximum drop of 0.000268 V.
- The initial antenna violation count is 0, for reference.
- The sum of internal, switching and leakage power is 0.000253 W, for reference.
- Across all stage logs, warnings added up to 25.
- The clock period minus final worst setup slack is 1.97 ns, for reference.
- Dividing total power by cell area gives a power density of 474 nW/um2.
- Per the post-route antenna check, the number of violating nets is 0.
- The most area-hungry cell type in the Yosys netlist is dfxtp_1, for reference.
- The share of the core area taken by cells at floorplan is 0.107.
- After floorplanning, the core was sized to cover 3420 um2.
- The number of cells on the worst hold path is 2, for reference.
- Detailed placement ended at an HPWL of 669 um.
- The full die area is 6400 um2, for reference.
- After clock tree synthesis, the setup repair step added 0 buffers.
- The critical path arrival is 2.14 ns, for reference.
- The total cells reported by yosys after synthesis is 39, for reference.
- In this run the number of H-tree levels came out at 1.
- The report lists the number of standard-cell rows as 21.
- The final timing report counts setup violations totalling 0.
- The number of warnings printed during yosys synthesis is 1, for reference.
- The static leakage is 0.204 nW, for reference.
- The sequential fraction of the synthesis area is 0.440, for reference.
- Dividing the detail-routed wire length by the instance count gives 8.79 um.
- The all-layer global routing usage is 0.0274, for reference.
- The CTS tree is done, for reference.
- The global-route wire length before repair is 1400 um, for reference.
- The flop and latch count out of synthesis is 8, for reference.
- Setup repair after global routing left no endpoint under its margin.
- The run finished with clean final reports.
- The starting DRC count in detailed routing is 13, for reference.
- Ranked by total cell area, the synthesized netlist is headed by dfxtp_1, or4_1, nand2b_1.
- The count of unresolved DRC violations after routing is 0, for reference.
- The clock transition at the register clock pins on the worst setup and hold paths after CTS is 0.05 ns, for reference.
- The die is 80 um wide.
- The number of gates resized after cts is 0, for reference.
- The sum of negative setup slack is 0 ns, for reference.
- The global routing usage on met3 is 0.0193, for reference.
- The met2 capacity usage during global routing is 0.0345, for reference.
- Of the total synthesized cell area, the portion taken by AND-OR and OR-AND cells is 0.0893.
- Per the GRT congestion report, total overflow comes to 0.
- The placement report lists the number of port buffers as 10.
- 11 I/O pins were placed.
- The worst register-to-register path has a depth of 3.
- The largest family of logic cells by area is simple AND/OR/NAND/NOR gates, for reference.
- The per-instance average area after synthesis is 9.34 um2, for reference.
- The measured slew at the worst slew-check pin is 0.304 ns, for reference.
- The number of slew-limit violations in the final report is 0, for reference.
- The fraction of post-synthesis cell area in the top cell type by area is 0.440, for reference.
- The sort of element at the start of the critical path is a primary input, for reference.
- The fraction of the mapped netlist area in adder cells is 0.0344, for reference.
-- report_power, final --
part | internal (W) | switching [W] | total [W]
Combinational | 0.0000136 | 0.00000772 | 0.0000213
Clock | 0.0000548 | 0.0000419 | 0.0000967
Sequential | 0.000131 | 0.00000359 | 0.000135
-- path summary, 6_finish.rpt --
path	start	endpoint	slack [ns]
worst max-delay path	ena	result[5]$_SDFFE_PP0P_	0.53
worst min-delay path	result[7]$_SDFFE_PP0P_	result[7]$_SDFFE_PP0P_	0.50
worst max register to register	result[0]$_SDFFE_PP1P_	result[5]$_SDFFE_PP0P_	0.96
worst min register to register	result[7]$_SDFFE_PP0P_	result[7]$_SDFFE_PP0P_	0.50
-- routing by layer --
layer  routed length, um  vias up  part of all wire
met4                   0        0                 0
met3                  74        0             0.087
li1                    -      165                 -
met2                 289       12              0.34
met5                   0        -                 0
met1                 489      145              0.57
-- worst max-delay path: stages --
cell	delay, ns
clkdlybuf4s50_1	0.57
or4b_4	0.52
or4_1	0.41
a21oi_1	0.15
-- cell families (layout without fill, tap and decap cells) --
logic type | after synthesis | after routing
and+or+nand+nor | 18 | 18
DFF | 8 | 8
AOI/OAI and AO/OA | 6 | 6
buffers and inverters | 3 | 15
xor gates and xnor gates | 2 | 2
adders and majority gates | 1 | 1
muxes | 1 | 1
-- through the flow --
stage                     hold WS, ns  cells
after floorplan                 0.444     39
after CTS                       0.496     97
after detailed placement        0.491     94
final                           0.496     97
after global placement          0.483     94
after global routing            0.557     97
-- synthesized netlist by cell type (all sizes together) --
master  number
o31ai        1
or3          1
nor2         3
inv          2
nand2        3
nand2b       3
buf          1
mux2         1
a21oi        2
xnor2        1
nor4         1
or4          3
dfxtp        8
nor2b        1
o21ai        3
or4b         1
xor2         1
ha           1
nand3b       2
-- area by class of cell --
| cell class | count | area [um2] |
|---|---|---|
| multi-input combinational | 28 | 185 |
| fill | 403 | 2880 |
| inverter | 2 | 7.51 |
| clock buffer | 3 | 22.5 |
| sequential | 8 | 160 |
| tap | 46 | 57.6 |
| timing repair buffer | 10 | 100 |
No activity file was given, so power comes from the tool's default toggle rates.
