===== /design/flow/config.mk =====
export PLATFORM = sky130hd
export DESIGN_NAME = register_hl
export DESIGN_NICKNAME = register_hl
export VERILOG_FILES = /design/flow/design.v
export SDC_FILE = /design/flow/constraint.sdc
export NUM_CORES = 4
export LEC_CHECK = 1
export CORE_AREA = 10 10 72 72
export DIE_AREA = 0 0 82 82

===== /design/flow/constraint.sdc =====
current_design register_hl

set clk_period 1.0
set clk_io_pct 0.2

create_clock -name clk0 -period $clk_period [get_ports {clk}]

set non_clock_inputs [all_inputs -no_clocks]
set_input_delay [expr $clk_period * $clk_io_pct] -clock clk0 $non_clock_inputs
set_output_delay [expr $clk_period * $clk_io_pct] -clock clk0 [all_outputs]

===== /design/flow/design.v =====
module register_hl # (parameter N = 16)
 (input                clk,
  input [N/2-1:0]      inh,
  input [N/2-1:0]      inl,
  input                loadh,
  input                loadl,
  input                clear,
  output logic[N-1:0]  out	  	);
  always_ff @ (posedge clk, posedge clear) begin
  end	
  always_ff @ (posedge clk, posedge clear) begin
    if(clear) out[N-1:0] <= 0;
    else begin
      if (loadh) out[N-1:N/2] <= inh;
      if (loadl) out[N/2-1:0] <= inl;
    end
  end
endmodule

===== /design/flow/run.sh =====
#!/bin/bash
# OpenROAD 26Q1-2900-gdf79404cd8, Yosys 0.63+post, stock flow scripts
make -C /OpenROAD-flow-scripts/flow DESIGN_CONFIG=/design/flow/config.mk WORK_HOME=/design/flow/orfs finish

==> results.toml <==
# flow metrics
[outcome]
outcome = "finished, final reports clean"

[placement]
globalplace.congestion = 0.676
port_buffers = 35
hpwl_mm = 1.34

[run]
cap_viol_max_count = 0
warnings = 26

[clocking]
path_clk_slew_ns = 0.06
cts_tree = "yes"
cts.sinks = 16
worstSkewPairLatency_ns = 0.24
cts.path.max_buffers = 2
cts-hold-fix-buffers = 0
cts_max_level = 1
cts_root_buffer = "clkbuf_8"
cts-buffers-inserted = 3

[detailed_routing]
drc = 0
wl_met1_um = 744
wl_met2_um = 792
routed.top_layer = "met3"
wirelength_mm = 1.69
diodes = 0
vias = 460
met3_length_um = 153
wl_per_cell_um = 12.6
drtAntennaViolNets = 0
first_pass_iters = 3
drt_first_iter_violations = 11
viasPerCell = 3.43

[logic_synthesis]
ys_seq_share_pct = 60.0
ys_cells = 35
ys_warn_count = 1
yosys.cell_types.count = 4
yosys.area.top_type = "dfrtp_1"
top_area_share_pct = 60.0
yosys-stat-area_um2 = 667
ys_ff = 16
netlist_area_um2 = 667
synthCells = 35
synth_area_per_cell_um2 = 19.1
synth.area.top_cells = "dfrtp_1 (60%), mux2_4 (36%), buf_6 (3.4%)"

[power]
vdd_ir_drop_max_uv = 666
power_density_nw_per_um2 = 1350
p_leak_nw = 0.573

[die]
fp.dieW_um = 82
fp_util_pct = 18.1
die_area_um2 = 6720
core_area_um2 = 3690
die_h_um = 82
pin_count = 36
fp-row-count = 22

[cells_and_area]
fillers = 383
top_register = "out"
drive_gt1_share_pct = 58.1
fin_util_pct = 31.3
layout_top_cell_excl_fill_tap = "clkdlybuf4s50_1"
reg_top3 = "out (16)"
area_growth_pct = 73.2
final_cell_mix = "clkdlybuf4s50_1 (18), mux2_4 (16), dfrtp_1 (16)"
largest_reg_flops = 16

[worst_hold_path]
holdCritPathClass = "primary input to asynchronous set/reset pin"

[sta]
hold_violations = 0
drv_slew = 0
max_freq_mhz = 1000
period_minus_slack_ns = 0.998
setup_viol = 0
finalCritPeriodShare_pct = 99.8
worst_pin_slew_ns = 0.131
tns_ns = 0
max_slew_margin_pct = 91.2
grt_setup_unrepaired = "false"
finClkSkew_ns = 0
whs_ns = 0.278

[worst_setup_path]
reg2reg_slack_ns = 0.02
arrival_ns = 1.13
worst_setup_path_start_kind = "primary input"
cp-end-kind = "flip-flop"
r2r_cells = 3
worstPathRequired_ns = 1.13
path_max_fanout = 4
critical_path_class = "primary input to flip-flop"

[grt]
overflow = 0
grtUsageTotal_pct = 5.08
antenna_found_initial = 0
grt_max_degree = 11
grt_pass1_wl_mm = 2.61
grt_pass1_vias = 554
## final cells by class
cell class | count | area [um2] | share of cell area [%]
inverters | 1 | 3.75 | 0.325
repair buffers | 50 | 409 | 35.4
multi-input cells | 16 | 240 | 20.8
flip-flops and latches | 16 | 400 | 34.7
well taps | 48 | 60.1 | 5.20
clock buffers | 3 | 41.3 | 3.58
## cell families (layout without fill, tap and decap cells)
family / count (synthesis) / count (layout) / share of synthesized area [%]
buffers and inverters: 3 / 54 / 3.94
flip-flops: 16 / 16 / 60.0
multiplexers: 16 / 16 / 36.0
## power by group
group / switching [mW] / internal [mW] / total [mW]
Sequential: 0.0325 / 0.713 / 0.745
Clock: 0.199 / 0.266 / 0.466
Combinational: 0.0808 / 0.267 / 0.347
## stage by stage
| stage | setup slack [ns] | cells | area [um2] | total power [mW] |
|---|---|---|---|---|
| after CTS | -0.0229 | 134 | 1160 | 1.60 |
| after global routing | 0.00109 | 134 | 1150 | 1.66 |
| after global placement | -0.258 | 125 | 1130 | 1.13 |
| after floorplan | 0.258 | 35 | 667 | 0.873 |
| after detailed placement | -0.261 | 125 | 1130 | 1.13 |
| final | 0.00226 | 134 | 1150 | 1.56 |
## cell usage after synthesis
| library cell | instances |
|---|---|
| dfrtp_1 | 16 |
| mux2_4 | 16 |
| buf_6 | 2 |
| inv_1 | 1 |
## metal layers
metal	vias to the layer above	GRT usage, %
li1	221	-
met1	218	5.99
met2	21	8.39
met3	0	2.75
met4	0	0.340
met5	-	0
## timing repair
item,4_1_cts,5_1_grt
pin swaps,0,0
endpoints found under the setup margin,17,10
cloned,0,0
resized,46,6
endpoints found under the hold margin,0,0
setup buffers,6,0
## final timing paths
path	from	to
setup / recovery	loadl	out[2]$_DFFE_PP0P_
hold / removal	clear	out[2]$_DFFE_PP0P_
setup reg to reg	out[8]$_DFFE_PP0P_	out[8]$_DFFE_PP0P_
hold reg to reg	out[14]$_DFFE_PP0P_	out[14]$_DFFE_PP0P_
max in group asynchronous	clear	out[14]$_DFFE_PP0P_
min in group clk0	loadh	out[12]$_DFFE_PP0P_
## worst max-delay path, stage by stage
cell             delay, ns
clkdlybuf4s50_1       0.47
buf_4                 0.15
mux2_4                0.30
Power is estimated from default activity; no workload was simulated.
